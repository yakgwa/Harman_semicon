[flow/design.v]
`timescale 1ns / 1ps
module full_adder_4(
    input [3:0] a,
    input [3:0] b,
    input cin,
    output cout,
    output [3:0] s    
    );
wire w_cout0;
wire w_cout1;
wire w_cout2;
full_adder U_FA0(
    .a(a[0]),
    .b(b[0]),
    .cin(cin),
    .s(s[0]),
    .c(w_cout0)
);
full_adder U_FA1(
    .a(a[1]),
    .b(b[1]),
    .cin(w_cout0),
    .s(s[1]),
    .c(w_cout1)
);
full_adder U_FA2(
    .a(a[2]),
    .b(b[2]),
    .cin(w_cout1),
    .s(s[2]),
    .c(w_cout2)
);
full_adder U_FA3(
    .a(a[3]),
    .b(b[3]),
    .cin(w_cout2),
    .s(s[3]),
    .c(cout)
);
endmodule
module full_adder(
    input a, b, cin,
    output s, c
    );
    wire w_s0;
    wire w_c0;
    wire w_c1;
    assign c = w_c0 | w_c1;
half_adder U_HA0(
    .a(a),  
    .b(b),
    .s(w_s0), 
    .c(w_c0)
    );    
half_adder U_HA1(
    .a(w_s0), 
    .b(cin),
    .s(s), 
    .c(w_c1)
    );   
endmodule
module half_adder(
    input a, b,
    output c, s
    );
    assign s = a ^ b;
    assign c = a & b;
endmodule
[flow/run.sh]
#!/bin/bash
# OpenROAD 26Q1-2900-gdf79404cd8, Yosys 0.63+post, stock flow scripts
make -C /OpenROAD-flow-scripts/flow DESIGN_CONFIG=/design/flow/config.mk WORK_HOME=/design/flow/orfs finish
[flow/config.mk]
export PLATFORM = sky130hd
export DESIGN_NAME = full_adder_4
export DESIGN_NICKNAME = full_adder_4
export VERILOG_FILES = /design/flow/design.v
export SDC_FILE = /design/flow/constraint.sdc
export NUM_CORES = 4
export LEC_CHECK = 1
export CORE_AREA = 10 10 70 70
export DIE_AREA = 0 0 80 80
[flow/constraint.sdc]
current_design full_adder_4

set clk_period 5.0
set clk_io_pct 0.2

create_clock -name clk0 -period $clk_period

set non_clock_inputs [all_inputs -no_clocks]
set_input_delay [expr $clk_period * $clk_io_pct] -clock clk0 $non_clock_inputs
set_output_delay [expr $clk_period * $clk_io_pct] -clock clk0 [all_outputs]
==> report_table.html <==
<!-- implementation run metrics -->
<table>
<tr><th>Metric</th><th>Value</th></tr>
<tr><th colspan="2">Setup path</th></tr>
<tr><td>CP required</td><td>4.00 ns</td></tr>
<tr><td>Critical Path Source Type</td><td>primary input</td></tr>
<tr><td>Maximum fanout along the worst path</td><td>1</td></tr>
<tr><td>WP data arrival</td><td>3.46 ns</td></tr>
<tr><td>Worst Path Class, Setup</td><td>in2out</td></tr>
<tr><td>Kind of end point of the critical path</td><td>output pin</td></tr>
<tr><th colspan="2">STA</th></tr>
<tr><td>Fin crit period</td><td>4.459 ns</td></tr>
<tr><td>Upper clock frequency limit</td><td>224.3 MHz</td></tr>
<tr><td>Final tally of max-slew violations</td><td>0</td></tr>
<tr><td>Worst Max-Slew Pin Slew</td><td>0.1045 ns</td></tr>
<tr><td>RSZ-0062 raised after global routing</td><td>false</td></tr>
<tr><td>Post-route worst setup slack</td><td>0.5409 ns</td></tr>
<tr><td>Final hold violations</td><td>0</td></tr>
<tr><td>Part of the cycle the worst path needs</td><td>0.8918</td></tr>
<tr><td>Slew Limit Headroom</td><td>0.9301</td></tr>
<tr><td>Final setup violation count</td><td>0</td></tr>
<tr><td>Setup TNS after final layout</td><td>0 ns</td></tr>
<tr><th colspan="2">Drt</th></tr>
<tr><td>DRC violation count after routing</td><td>0</td></tr>
<tr><td>Detail-routed net length per standard cell</td><td>6.068 um</td></tr>
<tr><td>Routed wire length</td><td>449 um</td></tr>
<tr><td>Remaining antenna violation count after routing</td><td>0</td></tr>
<tr><td>Antenna cells</td><td>0</td></tr>
<tr><td>Number of detailed-routing iterations run before antenna repair</td><td>1</td></tr>
<tr><td>Vias per cell</td><td>1.811</td></tr>
<tr><td>Vias</td><td>134</td></tr>
<tr><td>Number of DRC violations after detailed-routing iteration 0</td><td>0</td></tr>
<tr><th colspan="2">Die</th></tr>
<tr><td>Die Ht</td><td>80 um</td></tr>
<tr><td>Die x size</td><td>80 um</td></tr>
<tr><td>Std-Cell Core Area</td><td>3416 um^2</td></tr>
<tr><td>Share of the core filled by cells before placement</td><td>0.04322</td></tr>
<tr><td>Area enclosed by the die boundary</td><td>6400 um^2</td></tr>
<tr><td>Number of top-level pins</td><td>14</td></tr>
<tr><td>Standard-cell row count</td><td>21</td></tr>
<tr><th colspan="2">Job</th></tr>
<tr><td>Max-cap violation count</td><td>0</td></tr>
<tr><td>Total tool warning count</td><td>32</td></tr>
<tr><th colspan="2">Cells and area</th></tr>
<tr><td>Clock buffers</td><td>0</td></tr>
<tr><td>Number of sequential storage elements</td><td>0</td></tr>
<tr><td>Number of standard cells in the layout, taps in and fillers out</td><td>74</td></tr>
<tr><td>Growth of design area from synthesis to finish</td><td>113.6%</td></tr>
<tr><td>Post-route cell area</td><td>315.3 um^2</td></tr>
<tr><td>Share of final-layout standard cells stronger than drive strength 1</td><td>0</td></tr>
<tr><td>Sequential standard cell area</td><td>0 um^2</td></tr>
<tr><td>Filler Cell Count</td><td>408</td></tr>
<tr><th colspan="2">Clocking</th></tr>
<tr><td>Setup repair bufs after CTS</td><td>0</td></tr>
<tr><td>Number of gates given a new drive strength after cts</td><td>0</td></tr>
<tr><td>Hold_buf cts</td><td>0</td></tr>
<tr><th colspan="2">GRT</th></tr>
<tr><td>Met2 track demand over resource</td><td>0.01766</td></tr>
<tr><td>Global-route total usage across every layer</td><td>0.01392</td></tr>
<tr><td>Leftover overflow at the end of global routing</td><td>0</td></tr>
<tr><td>Antenna violations before repair</td><td>0</td></tr>
<tr><td>Via count of the first global-routing pass</td><td>162</td></tr>
<tr><td>Maximum number of pins on one net before global-route repair</td><td>2</td></tr>
<tr><td>Layer with the highest usage</td><td>met1</td></tr>
<tr><td>Global-route wire length before repair</td><td>710 um</td></tr>
<tr><td>Met1 usage</td><td>0.02072</td></tr>
<tr><td>Met3 global-route usage</td><td>0.007955</td></tr>
<tr><th colspan="2">Placement</th></tr>
<tr><td>Number of input and output port buffers inserted</td><td>14</td></tr>
<tr><td>Half-perimeter wire length of the detailed placement result</td><td>449.9 um</td></tr>
<tr><td>Count of placed standard cells including taps</td><td>74</td></tr>
<tr><td>Routability cong.</td><td>0.7945</td></tr>
<tr><td>Placement-stage cell area</td><td>315.3 um^2</td></tr>
<tr><td>Worst slack, placed</td><td>0.5040 ns</td></tr>
<tr><th colspan="2">Power and ir drop</th></tr>
<tr><td>Maximum VDD drop</td><td>0.02256 mV</td></tr>
<tr><td>Total power</td><td>0.00002865 W</td></tr>
<tr><td>Static power due to leakage</td><td>0.1372 nW</td></tr>
<tr><td>Power density over the cells</td><td>90.87 nW/um^2</td></tr>
<tr><th colspan="2">Synth</th></tr>
<tr><td>Area of the mapped netlist</td><td>147.6 um^2</td></tr>
<tr><td>Syn Inst Count</td><td>18</td></tr>
<tr><td>Register share after synthesis</td><td>0</td></tr>
<tr><td>Synth warn</td><td>0</td></tr>
<tr><td>Cell count listed in synth_stat.txt</td><td>18</td></tr>
<tr><td>Yosys stat area</td><td>147.6 um^2</td></tr>
<tr><td>Distinct cell type count after synthesis</td><td>3</td></tr>
<tr><td>Avg Synthesized Cell Area</td><td>8.202 um^2</td></tr>
<tr><th colspan="2">Status</th></tr>
<tr><td>Status</td><td>completed</td></tr>
<tr><th colspan="2">Worst hold path</th></tr>
<tr><td>Hold Crit Class</td><td>in2out</td></tr>
</table>
==> final timing paths <==
path | start | end | slack (ns) | cells after the start
max | a[0] | s[3] | 0.54 | 10
min | b[3] | s[3] | 3.05 | 5
==> layout by cell type (no fill, tap or decap) <==
cell,Yosys,layout
sky130_fd_sc_hd__inv_1,10,10
sky130_fd_sc_hd__fa_1,4,4
sky130_fd_sc_hd__clkdlybuf4s50_1,0,14
==> Yosys cell counts, drive strengths merged <==
library cell | number | share of area
buf | 4 | 0.20
inv | 10 | 0.25
fa | 4 | 0.54
==> cells by family after synthesis <==
family,synth area share
adder cells (fa/ha/maj),0.5424
buffers and inverters,0.4577
==> layer usage <==
metal,up-vias,share of wire,wire length [um]
li1,60,-,-
met1,60,0.57,255
met2,14,0.25,111
met3,0,0.18,82
met4,0,0,0
met5,-,0,0
==> final cells by class <==
type / count / area (um^2) / area share
Tap cell: 46 / 57.56 / 0.1825
Inverter: 10 / 37.54 / 0.1190
Timing Repair Buffer: 14 / 140.1 / 0.4444
Multi-Input combinational cell: 4 / 80.08 / 0.2540
==> critical path, stage by stage <==
cell	delay (ns)
sky130_fd_sc_hd__clkdlybuf4s50_1	0.40
sky130_fd_sc_hd__inv_1	0.08
sky130_fd_sc_hd__fa_1	0.17
sky130_fd_sc_hd__inv_1	0.05
sky130_fd_sc_hd__fa_1	0.40
sky130_fd_sc_hd__fa_1	0.37
sky130_fd_sc_hd__inv_1	0.07
sky130_fd_sc_hd__fa_1	0.40
sky130_fd_sc_hd__inv_1	0.06
sky130_fd_sc_hd__clkdlybuf4s50_1	0.46
==> stage by stage <==
step / util / hold WS (ns)
after detailed placement: 0.09231 / 3.065
after global placement: 0.09231 / 3.042
after CTS: 0.09231 / 3.070
after global routing: 0.09231 / 3.124
final: 0.09231 / 3.053
after floorplan: - / 2.217
==> where the power goes <==
part	internal (W)	switching (W)	leakage, nW	total (W)
combinational	0.0000205	0.00000812	0.137	0.0000287
clock	0	0	0	0
sequential	0	0	0	0
total	0.0000205	0.00000812	0.137	0.0000287
No activity file was given, so power comes from the tool's default toggle rates.
